## ./config.mk

```make
export PLATFORM = sky130hd
export DESIGN_NAME = piso_shift_register
export DESIGN_NICKNAME = piso_shift_register
export VERILOG_FILES = /design/flow/design.v
export SDC_FILE = /design/flow/constraint.sdc
export NUM_CORES = 4
export LEC_CHECK = 1
export CORE_AREA = 10 10 70 70
export DIE_AREA = 0 0 80 80
```

## ./constraint.sdc

```tcl
current_design piso_shift_register

set clk_period 1.2
set clk_io_pct 0.2

create_clock -name clk0 -period $clk_period [get_ports {clk1}]

set non_clock_inputs [all_inputs -no_clocks]
set_input_delay [expr $clk_period * $clk_io_pct] -clock clk0 $non_clock_inputs
set_output_delay [expr $clk_period * $clk_io_pct] -clock clk0 [all_outputs]
```

## ./design.v

```verilog
module piso_shift_register (
input  clock, 
input clk1,  
input clk2,  
input  enable, 
input  reset,  
input rstn,  
output reg [7:0]shift_reg,  
input  load,  
input  [7:0] parallel_in,  
input  [3:0] serial_in,  
input  [3:0] decre_in,  
input  [7:0] data1,  
input [15:0] High_data,  
input data2,  
input reset1, 
output reg  serial_out  
);
	always @(posedge clk1 ) begin
		if (reset || !enable) begin
			shift_reg <= 8'b0;
			serial_out <= 1'b0;
		end
		else if (enable) begin
			if (load) begin
			shift_reg <= parallel_in;  
			end else begin
			shift_reg <= {shift_reg[6:0], 1'b0};  
			serial_out = shift_reg[7];  
			end
		end
		end
endmodule
```

## ./run.sh

```bash
#!/bin/bash
# OpenROAD 26Q1-2900-gdf79404cd8, Yosys 0.63+post, stock flow scripts
make -C /OpenROAD-flow-scripts/flow DESIGN_CONFIG=/design/flow/config.mk WORK_HOME=/design/flow/orfs finish
```

==> GITHUB_STEP_SUMMARY <==
### Flow metrics

| Metric | Value |
|---|---|
| Chip area line of the yosys report | `320 um2` |
| Placed instance area | `597 um2` |
| Maxcap violations | `0` |
| Worst Hold Class | `flip-flop to flip-flop` |
| Yosys warns | `1` |
| Post-route ant nets | `0` |
| Crit path max fanout | `2` |
| Cell Pwr Density | `1010 nW/um2` |
| Post-Syn Instances | `30` |
| Crit-path cells | `dlygate4sd2_1` |
| Fill cell count | `395` |
| Root buffer cell | `clkbuf_4` |
| Yosys reg bits | `9` |
| Worst setup path endpoint | `shift_reg[1]` |
| Worst Setup End Kind | `output pin` |
| Worst r2r src | `shift_reg[6]` |
| Total GRT Usage | `2.90%` |
| Total power | `0.000630 W` |
| Hold Vio Cnt, Final | `0` |
| DRC Markers | `0` |
| Clock Skew | `0.00188 ns` |
| RSZ-0062 raised after global routing | `no` |
| Status | `completed` |
| Row count | `21` |
| CTS Buf Count | `3` |
| Initial DRC count | `3` |
| TritonRoute pass-1 iters | `2` |
| Vias per cell | `2.93` |
| CTS Hold Bufs | `0` |
| Clock buffer depth | `2` |
| Crit path from | `shift_reg[1]` |
| Clk pin slew, worst setup/hold paths | `0.06 ns` |
| Reg2reg setup slack | `0.60 ns` |
| Die area | `6400 um2` |
| Synthesized area | `320 um2` |
| Relative slew slack | `90.3%` |
| Worst hold-check slack | `0.477 ns` |
| Most frequent cells in the layout | `clkdlybuf4s50_1 (11), nor2_1 (9), dlygate4sd2_1 (9), dfxtp_2 (9), mux2i_1 (8)` |
| Pin count of the biggest net entering global routing | `10` |
| WL final | `903 um` |
| Fp util | `9.38%` |
| Fraction of layout cells with a size suffix above 1 | `27.3%` |
| Mean Syn Cell Area | `10.7 um2` |
| Reg2reg end | `shift_reg[7]` |
| Commonest non-fill, non-tap cell in the layout | `clkdlybuf4s50_1` |
| Initial antenna violation count | `0` |
| DR vias | `296` |
| Core area | `3420 um2` |
| Synth-to-Final Area Change | `94.5%` |
| GPL Wtd Cong | `0.737` |
| Fin. max-slew vios | `0` |
| CP max stage delay | `0.32 ns` |
| Crit path depth | `1` |
| Die H | `80 um` |
| Die width | `80 um` |
| Crit path max-delay cell type | `dfxtp_2` |
| Ports | `58` |
| Crit start category | `flip-flop` |
| Inserted Diodes | `0` |
| Distinct lib cells | `7` |
| OpenROAD warnings | `62` |
| Final Instance Area | `623 um2` |
| Pleak | `0.287 nW` |
| Worst EP arrival | `0.81 ns` |
| Reg2reg path depth | `2` |
| Tmin final | `1.05 ns` |
| Yosys cell count | `30` |
| Clk sink count | `9` |
| Crit path buffers/inverters | `1` |
| Seq/Total Area, Yosys | `56.3%` |
| Insertion delay to the later sink of the worst-skew pair | `0.25 ns` |
| Final period util | `87.2%` |
| CTS tree | `built` |
| Critical path class | `flip-flop to output pin` |
| First-pass GRT wire length | `1.46 mm` |
| Worst vdd ir | `404 uV` |
| Routed len/inst | `8.94 um` |
| HPWL Detailed | `757 um` |
| CTS H-tree lvls | `1` |
| CP top delay family | `flip-flops` |
| Worst Tran Pin Value | `0.141 ns` |
| Max reg flops | `8` |
| Final setup viols | `0` |
| CP required | `0.96 ns` |
| PortBufs | `20` |
| Max Freq | `955 MHz` |
| Remaining global-route overflow | `0` |
| Vias in the first global route | `327` |
what timing repair did:
item	4_1_cts	5_1_grt
setup endpoints to repair	9	0
gates resized	18	0
buffers inserted	0	0
kinds of logic (layout without fill, tap and decap cells):
family,count (synthesis),after routing,share of synthesized area [%]
buffers and inverters,2,27,5.08
DFF,9,9,56.2
muxes,8,8,25.0
and+or+nand+nor,11,11,13.7
how the worst min path moves through the flow:
stage / start / endpoint / cells after the start
after CTS: serial_out / serial_out / 2
after global routing: shift_reg[3] / shift_reg[4] / 2
final: serial_out / serial_out / 2
cells in the mapped netlist (all sizes together):
cell type / count / share of area (%)
buf: 2 / 5.1
dfxtp: 9 / 56
mux2i: 8 / 25
nand2: 1 / 1.2
nand2b: 1 / 2.0
nor2: 9 / 11
metal layers:
layer	GRT usage (%)	vias to the layer above	share of wire (%)
met5	0	-	0
met2	3.93	17	35
met3	3.07	0	17
met1	3.28	131	48
li1	-	148	-
met4	0	0	0
power by group:
group	switching, W	internal, W
logic	0.0000257	0.0000633
clock network	0.000100	0.000128
registers	0.00000372	0.000309
stage by stage:
| stage | worst slack [ns] | cells | TNS [ns] | utilization (%) |
|---|---|---|---|---|
| 3_5_place_dp | -0.0731 | 97 | -0.433 | 17.5 |
| 3_3_place_gp | -0.0569 | 97 | -0.380 | 17.5 |
| 4_1_cts | 0.137 | 101 | 0 | 18.2 |
| 2_1_floorplan | 0.505 | 30 | 0 | - |
| 5_1_grt | 0.111 | 101 | 0 | 18.2 |
| 6_report | 0.153 | 101 | 0 | 18.2 |
final cells by class:
| type | count | area, um2 | share of cell area [%] |
|---|---|---|---|
| clock buffers | 4 | 26.3 | 4.22 |
| multi-input cells | 19 | 124 | 19.9 |
| flip-flops and latches | 9 | 191 | 30.7 |
| well taps | 46 | 57.6 | 9.24 |
| repair buffers | 23 | 224 | 35.9 |
No activity file was given, so power comes from the tool's default toggle rates.
